==> ./design.v <==
`timescale 1ns / 1ps
module pixel_generation(
		input clock, reset, video_on,
		input [11:0] sw,
		input [9:0] pixel_x, pixel_y,
		output [11:0] rgb_out
	);
	wire [11:0] rgb_out;
	reg [11:0] rgb;
	assign rgb_out = video_on ? rgb : 3'b000;
	always@(posedge clock, posedge reset)
		if (reset == 1'b1)
			rgb <= 12'b0000_0000_0000;
		else begin
			if (pixel_x >= 32 & pixel_x <= 35)
				rgb <= sw;
			else if (pixel_x >= 600 & pixel_x <= 603 & pixel_y >= 204 & pixel_y <= 276)
				rgb <= sw;
			else if (pixel_x >= 580 & pixel_x <= 588 & pixel_y >= 238 & pixel_y <= 246)
				rgb <= sw;
			else
				rgb <= 3'b000;
		end
endmodule
==> ./run.sh <==
#!/bin/bash
# OpenROAD 26Q1-2900-gdf79404cd8, Yosys 0.63+post, stock flow scripts
make -C /OpenROAD-flow-scripts/flow DESIGN_CONFIG=/design/flow/config.mk WORK_HOME=/design/flow/orfs finish
==> ./config.mk <==
export PLATFORM = sky130hd
export DESIGN_NAME = pixel_generation
export DESIGN_NICKNAME = pixel_generation
export VERILOG_FILES = /design/flow/design.v
export SDC_FILE = /design/flow/constraint.sdc
export NUM_CORES = 4
export LEC_CHECK = 1
export CORE_AREA = 10 10 75 75
export DIE_AREA = 0 0 85 85
==> ./constraint.sdc <==
current_design pixel_generation

set clk_period 1.2
set clk_io_pct 0.2

create_clock -name clk0 -period $clk_period [get_ports {clock}]

set non_clock_inputs [all_inputs -no_clocks]
set_input_delay [expr $clk_period * $clk_io_pct] -clock clk0 $non_clock_inputs
set_output_delay [expr $clk_period * $clk_io_pct] -clock clk0 [all_outputs]
==> GITHUB_STEP_SUMMARY <==
### Metrics collected by this job

| Metric | Value |
|---|---|
| Fin util | 33.18% |
| Logic area | 467.9 µm² |
| Slowest-stage cell, CP | dfrtp_1 |
| CTS Buffer Depth | 2 |
| Pre-CTS setup slack | -0.5516 ns |
| Max incr delay on CP | 0.35 ns |
| Area Overhead vs Synth | 87.46% |
| CP Capture Point | rgb_out[0] |
| CTS Buf Count | 3 |
| Routed len/inst | 13.12 µm |
| Dominant comb cell | AND-OR/OR-AND gates |
| Post-synthesis cell count | 62 |
| OpenROAD warning count | 25 |
| Post-synth seq share | 41.81% |
| Yosys stat area | 718.2 µm² |
| Dominant logic cell type in the layout | clkdlybuf4s15_1 |
| Post-Synthesis Cell Area | 718.2 µm² |
| Crit path DAT | 0.91 ns |
| Post-synthesis cell type count | 26 |
| Min Hold Slack | 0.3117 ns |
| Status | finished clean |
| Filler cells | 396 |
| Most flop-heavy register | rgb |
| Crit path max-delay family | flip-flops |
| Xor/xnor cell area share of the yosys netlist | 0% |
| HP Class | in2async |
| Fmax | 0.8662 GHz |
| Number of enable flip-flop cells | 0 |
| Via Count | 681 |
| PD cells | 687.9 mW/mm² |
| Yosys top cell by area | dfrtp_1 |
| Peak supply drop | 0.0004449 V |
| First-pass GRT wire length | 3581 µm |
| Crit path time final | 1.154 ns |
| Gr ovfl total | 0 |
| Site row count | 23 |
| Core area | 0.004058 mm² |
| Post-route ant nets | 0 |
| Die area | 0.007225 mm² |
| Startpoint type of the worst setup path | flip-flop |
| DRC errors left | 0 |
| CTS tree | built |
| Crit-path cells | and2_1 > clkdlybuf4s15_1 |
| Adder Share, Synth | 0% |
| CP Capture Type | output port |
| Max reg flops | 12 |
| Reg area | 300.3 µm² |
| Avg Vias per Cell | 4.078 |
| Levels on crit path | 2 |
| Fin Setup TNS | 0 ns |
| Area share, top type | 41.81% |
| I/O Buffers | 46 |
| Die W | 85 µm |
| Largest net degree at the start of global routing | 13 |
| FFs w/ async S/R, synth | 100.0% |
| Core Util at FP | 17.70% |
| Clock transition at the registers of the reported paths | 0.05 ns |
| Registers, synthesis | 12 |
| DP Wirelength | 1913 µm |
| Gr usage total | 6.047% |
| RSZ-0062 raised after global routing | false |
| Final Hold Vio Count | 0 |
| Avg Inst Size Synth | 11.58 µm² |
| ANT cells | 0 |
| Rel. slew slack | 82.96% |
| Clock root cell | clkbuf_8 |
| Worst-path maximum fanout | 1 |
| Initial antenna violation count | 0 |
| # setup viols final | 0 |
| CP Launch Point | rgb[0] |
| CTS H-Tree Depth | 1 |
| Final Cell Area | 0.001346 mm² |
| Final Cycle Share | 96.20% |
| Commonest flop | dfrtp_1 |
| DRT Pass-1 Iters | 2 |
| Layout cells sized above 1 | 45.30% |
| CP bufs+invs | 1 |
| I/O pins | 47 |
| Placed cell area | 0.001275 mm² |
| Vias in the first global route | 774 |
| First DRT Iteration DRCs | 14 |
| Yosys aoi share | 27.18% |
| Worst Path Required | 0.96 ns |
| WS Path Type | reg2out |
| Gp weighted congestion | 0.7019 |
| MUX share of area | 1.394% |
| WL final | 2191 µm |
| And+or+nand+nor area frac | 25.44% |
| Setup ws final | 0.04558 ns |
| Leakage power | 0.0005737 µW |
| Total clock sinks | 12 |
| Maxcap violations | 0 |
| Most numerous logic cells after layout | clkdlybuf4s15_1, clkdlybuf4s50_1, dfrtp_1 |
| # Cells Yosys | 62 |
| Worst-Margin Slew | 0.2548 ns |
| Slew Limit Fails | 0 |
| Top cells, area | dfrtp_1, a21boi_2, and2_1 |
| Die height | 85 µm |
| Largest registers | rgb x12 |
| Synth warn | 1 |
==> repair_timing <==
item,CTS,global route
setup endpoints to repair,24,17
buffers inserted,1,0
hold buffers,0,0
gates resized,81,27
pin swaps,20,14
==> routing by layer <==
layer	part of all wire (%)	vias to the layer above	track usage, %
li1	-	341	-
met1	40	308	6.659
met2	48	30	10.63
met3	10	2	2.890
met4	1.2	0	0.5988
met5	0	-	0
==> synth_stat cells, types with 2 or more instances <==
cell type	count
and2_1	12
buf_6	2
a21boi_0	2
nor3_1	2
nor2_1	3
dfrtp_1	12
a21boi_2	10
==> kinds of logic (layout without fill, tap and decap cells) <==
kind of cell | after synthesis | count (layout)
and+or+nand+nor | 26 | 26
muxes | 1 | 1
AOI/OAI and AO/OA | 19 | 19
buffers and inverters | 4 | 59
DFF | 12 | 12
==> power breakdown <==
| part | switching (µW) | internal (µW) |
|---|---|---|
| Clock | 118 | 219 |
| Sequential | 0.156 | 407 |
| Combinational | 69.5 | 113 |
| Total | 188 | 738 |
==> worst min path at each step <==
stage	cells past startpoint	slack, ns	start	end
4_1_cts	3	0.32	reset	rgb[7]
5_1_grt	3	0.35	reset	rgb[7]
6_report	3	0.31	reset	rgb[7]
==> area by class of cell <==
cell class | instances | share of cell area, %
multi-input cells | 46 | 34.76
repair buffers | 55 | 34.94
inverters | 1 | 0.2788
well taps | 50 | 4.647
flip-flops and latches | 12 | 22.30
clock buffers | 3 | 3.067
==> through the flow <==
stage / cells / total power [µW]
floorplan: 62 / 455.1
global placement: 163 / 594.1
detailed placement: 163 / 597.6
CTS: 167 / 938.8
global route: 167 / 970.9
finish: 167 / 926.1
Power figures rest on the tool's default switching activity, not on a simulated workload.
